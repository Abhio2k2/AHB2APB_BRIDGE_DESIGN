`flow/run.sh`:
```
#!/bin/bash
# OpenROAD 26Q1-2900-gdf79404cd8, Yosys 0.63+post, stock flow scripts
make -C /OpenROAD-flow-scripts/flow DESIGN_CONFIG=/design/flow/config.mk WORK_HOME=/design/flow/orfs finish
```
`flow/config.mk`:
```
export PLATFORM = sky130hd
export DESIGN_NAME = ahb2apb_bridge
export DESIGN_NICKNAME = ahb2apb_bridge
export VERILOG_FILES = /design/flow/design.v
export SDC_FILE = /design/flow/constraint.sdc
export NUM_CORES = 4
export LEC_CHECK = 1
export CORE_AREA = 10 10 118 118
export DIE_AREA = 0 0 128 128
```
`flow/constraint.sdc`:
```
current_design ahb2apb_bridge

set clk_period 5.3
set clk_io_pct 0.2

create_clock -name clk0 -period $clk_period [get_ports {hclk}]

set non_clock_inputs [all_inputs -no_clocks]
set_input_delay [expr $clk_period * $clk_io_pct] -clock clk0 $non_clock_inputs
set_output_delay [expr $clk_period * $clk_io_pct] -clock clk0 [all_outputs]
```
`flow/design.v`:
```
module ahb2apb_bridge (
    input hclk, hrstn, hsel, hwrite,                       
    input [1:0] htrans,                                    
    input [31:0] haddr, hwdata, prdata,                    
    output reg psel, penable, pwrite, hresp, hready,       
    output reg [31:0] hrdata, paddr, pwdata                
);
    reg [31:0] haddr_temp, hwdata_temp;                    
    reg [2:0] present_state, next_state;                   
    reg valid;                                             
    parameter idle       = 3'b000;                         
    parameter read       = 3'b001;                         
    parameter wwait      = 3'b010;                         
    parameter write      = 3'b011;                         
    parameter write_p    = 3'b100;                         
    parameter wenable    = 3'b101;                         
    parameter wenable_p  = 3'b110;                         
    parameter renable    = 3'b111;                         
    always @(posedge hclk or negedge hrstn) begin
        if (!hrstn)                                        
            present_state <= idle;                         
        else
            present_state <= next_state;                   
    end
    always @(*) begin
        psel = 1'b0;                                       
        penable = 1'b0;                                    
        pwrite = 1'b0;                                     
        hready = 1'b1;                                     
        hresp = 1'b0;                                      
        paddr = 32'b0;                                     
        pwdata = 32'b0;                                    
        hrdata = 32'b0;                                    
        if (hsel == 1'b1 && (htrans == 2'b10 || htrans == 2'b11))
            valid = 1'b1;                                  
        else
            valid = 1'b0;                                  
        case (present_state)
            idle: begin                                    
                if (valid == 1'b0)
                    next_state = idle;                     
                else if (valid == 1'b1 && hwrite == 1'b0)
                    next_state = read;                     
                else if (valid == 1'b1 && hwrite == 1'b1)
                    next_state = wwait;                    
            end
            read: begin                                    
                psel = 1'b1;                               
                paddr = haddr;                             
                pwrite = 1'b0;                             
                hready = 1'b0;                             
                next_state = renable;                      
            end
            renable: begin                                 
                penable = 1'b1;                            
                hrdata = prdata;                           
                hready = 1'b1;                             
                if (valid == 1'b0)
                    next_state = idle;                     
                else if (valid == 1'b1 && hwrite == 1'b0)
                    next_state = read;                     
                else if (valid == 1'b1 && hwrite == 1'b1)
                    next_state = wwait;                    
            end
            wwait: begin                                   
                haddr_temp = haddr;                        
                hwdata_temp = hwdata;                      
                if (valid == 1'b0)
                    next_state = write;                    
                else if (valid == 1'b1)
                    next_state = write_p;                  
            end
            write: begin                                   
                psel = 1'b1;                               
                paddr = haddr_temp;                        
                pwdata = hwdata_temp;                      
                pwrite = 1'b1;                             
                hready = 1'b0;                             
                if (valid == 1'b0)
                    next_state = wenable;                  
                else if (valid == 1'b1)
                    next_state = wenable_p;                
            end
            write_p: begin                                 
                psel = 1'b1;                               
                paddr = haddr_temp;                        
                pwdata = hwdata_temp;                      
                pwrite = 1'b1;                             
                hready = 1'b0;                             
                next_state = wenable_p;                    
            end
            wenable: begin                                 
                penable = 1'b1;                            
                hready = 1'b1;                             
                if (valid == 1'b1 && hwrite == 1'b0)
                    next_state = read;                     
                else if (valid == 1'b1 && hwrite == 1'b1)
                    next_state = wwait;                    
                else if (valid == 1'b0)
                    next_state = idle;                     
            end
            wenable_p: begin                               
                penable = 1'b1;                            
                hready = 1'b1;                             
                if (valid == 1'b0 && hwrite == 1'b1)
                    next_state = write;                    
                else if (valid == 1'b1 && hwrite == 1'b1)
                    next_state = write_p;                  
                else if (hwrite == 1'b0)
                    next_state = read;                     
            end
            default: next_state = idle;                    
        endcase
    end
endmodule
```
==> flow_results.org <==
* Flow results

** Clocking
- The clock passes through at most 2 buffers.
- Number of clock buffers inserted by TritonCTS :: 3
- Post-CTS repair changed the size of 0 cells.
- Looking at the worst setup and hold paths, the clock pins of their registers show a slew of 0.03 ns.
- In this run the number of H-tree levels came out at 1.
- Cell at the root of the clock tree :: clkbuf_16
- TritonCTS clock tree :: done
- Buffers inserted by post-CTS timing repair :: 0
- For this design, the CTS-stage hold fixing added 0 buffers.

** Synth
- Synthesis produced a netlist whose cell count is around 280.
- For reference, the post-synthesis area per instance comes to between 8 and 9 um2.
- The synthesized netlist contains 26 unique library cells.
- The synthesized netlist was found by Yosys to have roughly 280 cells.
- Number of synthesized register bits :: about 70
- Warnings reported by Yosys during synthesis add up to 1.
- Chip area estimate from yosys synthesis :: 2340 um2
- Cell area after technology mapping :: around 2300 um2

** Global route
- Total track usage :: 0.104
- Pin count of the biggest net entering global routing :: 46
- The via count of the first global-routing pass is 2449.
- After global routing the overflow that remains totals 0.
- The number of antenna violations at the first check in global routing was 0.
- The first global-routing pass estimated about 14000 um of wire.

** Final timing
- Share of the cycle needed by the critical path after routing :: 0.649
- Looking at the max-slew report, the worst-margin pin has a slew of between 0.7 and 0.8 ns.
- The max-slew check reports its worst relative slack as 0.471.
- Count of unclocked register or latch pins :: between 60 and 70
- Hold-check failures listed in the final report amount to 0.
- The final max-slew violation count recorded for this run is 0.
- Count of endpoints without a timing constraint :: about 67
- The last timing report of the flow puts the setup violation total at 0.
- Unrepaired setup endpoints after global routing :: no
- Minimum clock period :: approximately 3.4 ns
- Summed negative setup slack over all endpoints :: 0 ns
- Derived from the worst setup path, the maximum achievable clock frequency is ~0.29 GHz.

** Finish
- Ranking logic cells in the layout by count gives the top entries clkdlybuf4s50_1, dlxtn_1, and2_1.
- Of the cells placed in the final design, the portion with a size suffix greater than 1 is 0.0235.
- Final core utilization :: 0.399
- Cell area after layout :: 4550 um2
- The area growth from synthesis to layout is 94.4%.
- Commonest Layout Cell :: clkdlybuf4s50_1

** Die
- Placeable core region :: 11400 um2
- Die Ht :: ~130 um
- Initial core utilization :: 0.205
- Site Rows :: 39
- Die x size :: approximately 130 um
- In this run the full chip footprint comes out at ~16000 um2.
- According to the I/O placement log, the pin count is approximately 200.

** Drt
- Dividing the detail-routed via count by the number of cells gives about 4.1.
- After the first detailed-routing iteration, the DRC count stood at approximately 75.
- Via count :: 2525
- Post-detailed-route wirelength per cell :: 15.4 um
- Wirelength, routed :: about 9400 um
- Post-route DRC violation count :: 0
- The routed design ends up with an antenna cell count of 0.
- Detailed Routing Iterations Pass 1 :: 4
- Once detail routing completed, the nets flagged for antenna violations numbered 0.

** Run status
- Run status :: completed

** Worst hold path
- The worst hold path belongs to the class in2async.

** Setup path
- Element type at the critical path start :: flop
- Worst Path Max Fanout :: 33
- The worst setup path is captured at a primary output.
- On the critical path, the stage with the largest delay is an instance of a21o_1.
- The critical path is of the reg2out type.
- Peak per-stage delay on the critical path :: around 0.66 ns
- Arr. time, crit path :: roughly 2.4 ns
- Startpoint of the worst register-to-register path :: present_state[1]
- In this run the register-to-register setup slack is ~3.2 ns.
- Worst setup path start :: present_state[0]
- OpenSTA lists the critical path endpoint as pwdata[21].
- Logic depth along the worst register-to-register path is recorded as 5.
- Buffering stage count on the worst path with inverters included :: 1
- Crit path cell chain :: nor2b_1 -> a21o_1 -> and2_1 -> clkdlybuf4s50_1
- For the worst reg-to-reg path, the endpoint reported by OpenROAD is present_state[1].
- Total stage count of the critical path :: 4
- The OpenROAD report gives the critical path a required time of 4.24 ns.
- The kind of cell with the highest combined delay along the critical path is AND-OR/OR-AND gates.

** Placement
- DP Area :: about 4500 um2
- Port Buf Inserts :: around 200
- Detailed placement ended at an HPWL of 7840 um.
- Placer Congestion :: 0.802

** Pwr
- Power density normalized to cell area :: just under 90 nW/um2
- Leak :: 1.92 nW
- VDD IR-drop max :: between 80 and 90 uV

** Job
- Tool Warnings :: 26
- The run reported a max-capacitance violation count of 0.
-- worst reg2reg max path: cells and delay by family, from the launching register on --
family                 cells  cell delay [ns]
and+or+nand+nor            1             0.18
buffers and inverters      1             0.48
latches                    1             0.36
muxes                      1             0.29
DFF                        1             0.59
AOI/OAI and AO/OA          1             0.17
-- routing by layer --
layer  wire length, um  GRT usage  vias up  share of wire
met5                 0          0        -              0
met4                27    0.00530        0         0.0029
met3               970     0.0319        2           0.10
met2              4730      0.185      119           0.50
met1              3700      0.125     1126           0.39
li1                  -          -     1278              -
-- power by group --
group	internal, mW	switching [mW]
Sequential	0.0661	0.0111
Combinational	0.146	0.0593
Clock	0.0992	0.0198
-- final cells by class --
cell class / instances / area (um2)
flip-flops and latches: 70 / 1080
repair buffers: 204 / 2030
well taps: 143 / 179
inverters: 3 / 11.3
fillers: 1123 / 6860
clock buffers: 4 / 78.8
multi-input cells: 187 / 1170
-- per-stage QoR --
stage,hold slack (ns),setup WS [ns],instances,power (mW)
3_5_place_dp,1.25,1.89,607,0.288
4_1_cts,1.02,1.80,611,0.410
2_1_floorplan,0.764,3.04,278,0.129
3_3_place_gp,1.26,1.89,607,0.285
5_1_grt,1.02,1.64,611,0.430
6_report,1.02,1.86,611,0.401
-- cells in the mapped netlist, drive strengths merged --
library cell / n / area (um2)
dlxtn: 67 / 1010
and2: 64 / 400
nand2: 34 / 128
o21ai: 33 / 165
mux2i: 32 / 320
clkbuf: 10 / 40.0
buf: 8 / 55.1
dfrtp: 3 / 75.1
inv: 3 / 11.3
nand3: 3 / 15.0
nor2: 3 / 11.3
and3: 2 / 12.5
nand4: 2 / 12.5
a211o: 1 / 8.76
a21o: 1 / 7.51
a21oi: 1 / 5.00
a22oi: 1 / 7.51
a31oi: 1 / 6.26
and4: 1 / 8.76
conb: 1 / 3.75
mux2: 1 / 11.3
nor2b: 1 / 6.26
nor3b: 1 / 18.8
o22ai: 1 / 6.26
-- registers in the layout, summed over array words and instances (netlist names) --
register and flops:
hwdata_temp 32, present_state 3, next_state 3, haddr_temp 32
-- cells by family (layout without fill, tap and decap cells) --
| group | count (synthesis) | count (layout) | synth area share |
|---|---|---|---|
| latches | 67 | 67 | 0.431 |
| other | 1 | 4 | 0.00160 |
| muxes | 33 | 33 | 0.142 |
| buffers and inverters | 21 | 211 | 0.0454 |
| AOI/OAI and AO/OA | 39 | 39 | 0.0881 |
| and+or+nand+nor | 111 | 111 | 0.262 |
| DFF | 3 | 3 | 0.0321 |
-- worst min-delay path by stage --
stage         start               end  slack (ns)  cells past startpoint
CTS           hrstn  present_state[1]        1.02                      1
global route  hrstn  present_state[1]        1.02                      1
finish        hrstn  present_state[1]        1.02                      1
No activity file was given, so power comes from the tool's default toggle rates.
